[design/flow/run.sh]
#!/bin/bash
# OpenROAD 26Q1-2900-gdf79404cd8, Yosys 0.63+post, stock flow scripts
make -C /OpenROAD-flow-scripts/flow DESIGN_CONFIG=/design/flow/config.mk WORK_HOME=/design/flow/orfs finish
[design/flow/config.mk]
export PLATFORM = sky130hd
export DESIGN_NAME = darkpll
export DESIGN_NICKNAME = darkpll
export VERILOG_FILES = /design/flow/design.v
export SDC_FILE = /design/flow/constraint.sdc
export NUM_CORES = 4
export LEC_CHECK = 1
export CORE_AREA = 10 10 87 87
export DIE_AREA = 0 0 97 97
[design/flow/constraint.sdc]
current_design darkpll

set clk_period 2.2
set clk_io_pct 0.2

create_clock -name clk0 -period $clk_period [get_ports {XCLK}]

set non_clock_inputs [all_inputs -no_clocks]
set_input_delay [expr $clk_period * $clk_io_pct] -clock clk0 $non_clock_inputs
set_output_delay [expr $clk_period * $clk_io_pct] -clock clk0 [all_outputs]
[design/flow/design.v]
`timescale 1ns / 1ps
module darkpll
(
    input        XCLK,       
    input        XRES,       
    output       CLK,        
    output       RES         
);
    reg [7:0] IRES = -1;
    always@(posedge XCLK) IRES <= XRES==1 ? -1 : IRES[7] ? IRES-1 : 0;  
    wire LOCKED;
   assign CLK = XCLK;
   assign LOCKED = !IRES[7];
    reg [7:0] DRES = -1;
    always@(posedge CLK)
    begin
        DRES <= LOCKED==0 ? -1 : DRES ? DRES-1 : 0;
    end
    assign RES = DRES[7];
endmodule
==> impl_metrics.toml <==
# implementation run metrics
[timing]
hold_viol = 0
fin_tns_setup_ns = 0
worst_pin_slew_ns = 0.530
setup_violations = 0
slew_headroom_pct = 64.3
final.setup_skew_ns = 0.00371
rsz0062_at_grt = "no"
drv_slew = 0

[detailed_routing]
drc = 0
routedWlPerCell_um = 8.59
routed_via_density = 3.59
diodes = 0
vias = 563
dr.pass1.iters = 4
antenna_left = 0
wirelength_um = 1350
drt_iter0_markers = 4

[power_and_ir_drop]
clkPwrFrac_pct = 57.8
p_per_area_nw_per_um2 = 805
swShare_pct = 18.7
power_frac_seq_pct = 40.3
total_power_w = 0.000745
p_int_w = 0.000605
p_leak_nw = 0.348
power_switching_w = 0.000140
combPwrFrac_pct = 1.8
ir_drop_v = 0.000385

[place]
portBuffers = 3
globalplace.congestion = 0.746
hpwl_um = 881

[logic_synthesis]
yosys.area.top_type = "dfxtp_1"
ys_types = 28
top_logic_kind = "simple AND/OR/NAND/NOR gates"
yosys_area_um2 = 721
synthXorXnorAreaFrac_pct = 4.86
synthCells = 77
ys_ff = 16
simple_gate_area_share_pct = 20.1
top_cell_area_share_pct = 44.4
synth_adder_area_share_pct = 5.21
async_flop_share_pct = 0
syn_area_um2 = 721
area_leaders = "dfxtp_1 44%, ha_1 5.2%, o21ai_0 4.9%, inv_1 3.6%, xnor2_1 3.6%"
synth_seq_share_pct = 44.4
edf_count = 0
avgSynthCellArea_um2 = 9.36
ff_type = "dfxtp_1"
synthAoiAreaFrac_pct = 20.1
yosysWarnings = 1
yosys_cells = 77
mux_area_share_pct = 0

[floorplan]
die-area_um2 = 9410
core_um2 = 5640
die_h_um = 97
io_pins = 4
fp_util_pct = 12.8
die_w_um = 97
core.rowCount = 27

[critical_path]
cp-start-kind = "clock port"
crit_arrival_ns = 1.72
worst_setup_path_end_kind = "output pin"
path_max_fanout = 2
required_ns = 1.76
worstSetupPathType = "clock port to output pin"

[global_route]
antenna_found_initial = 0
track_usage_pct = 2.69
grt_max_degree = 15
grt_pass1_wl_um = 2260
grt_pass1_vias = 537
overflow = 0

[worst_hold_path]
min_path_type = "register to register"

[clock_tree]
clk_latency_ns = 0.35
tritoncts = "yes"
postCtsHoldBufs = 0
cts_resized = 0
clk_pin_slew_ns = 0.06
postCtsSetupBuffers = 0

[finish]
area_growth_pct = 28.5
drive_above_1_share_pct = 11.8

[run]
openroad.warnings = 27
maxCapViolCount = 0

[status]
status = "complete, no violations"
## kinds of logic (layout without fill, tap and decap cells)
group / after synthesis / in the layout
and+or+nand+nor: 23 / 23
AOI/OAI and AO/OA: 22 / 22
DFF: 16 / 16
buffers and inverters: 9 / 17
xor gates and xnor gates: 4 / 4
adders and majority gates: 3 / 3
## synth_stat cells (2+ instances only)
cell,count
dfxtp_1,16
inv_1,7
o21ai_0,7
a21oi_1,4
nand2_1,4
a21o_1,3
ha_1,3
nor3_1,3
or4_1,3
xnor2_1,3
a311o_1,2
nand3_1,2
nand3b_1,2
nor3b_1,2
o2111ai_1,2
o31ai_1,2
## state kept, by name, indices dropped and copies added (netlist names)
register  cells
IRES          8
DRES          8
## area by class of cell
class                   count  area [um2]
well taps                  72        90.1
multi-input cells          52         363
flip-flops and latches     16         320
repair buffers              2        20.0
fillers                   618        4720
inverters                   7        26.3
clock buffers               8         106
## metrics by stage
stage	std cells	setup slack, ns	hold WS [ns]	util, %	instance area, um2
finish	157	0.0375	0.531	16.4	926
global route	157	0.00343	0.570	16.4	926
CTS	157	0.0156	0.531	16.4	926
detailed placement	150	0.293	0.522	14.7	830
global placement	150	0.293	0.519	14.7	830
floorplan	77	0.562	0.490	-	721
## routing by layer
layer	vias up	share of wire, %	GRT usage [%]
li1	296	-	-
met1	249	48	3.03
met2	11	42	3.94
met3	7	3.8	1.15
met4	0	5.3	2.03
met5	-	0	0
## critical path, cell delays in order
cell             delay (ns)
clkbuf_8               0.11
clkbuf_8               0.12
clkdlybuf4s50_1        0.39
## cells in the final DEF (no fill, tap or decap), drive strengths merged
master	synthesis	routed
a21o	3	3
a311o	2	2
xnor2	3	3
clkbuf	1	7
nand2	4	4
nand3b	2	2
xor2	1	1
o211ai	1	1
nand3	2	2
inv	7	7
nor3	3	3
clkdlybuf4s50	0	3
o31ai	2	2
nor3b	2	2
o21ai	7	7
ha	3	3
or4	3	3
nor4b	1	1
nor2b	1	1
nor2	1	1
dfxtp	16	16
or2	1	1
a21oi	4	4
or3b	1	1
nor4	2	2
o2111ai	2	2
a21boi	1	1
## final timing paths
kind / from / endpoint / slack (ns) / depth (start not counted)
min: DRES[5] / DRES[5] / 0.53 / 2
min reg2reg: DRES[5] / DRES[5] / 0.53 / 2
max reg2reg: DRES[2] / DRES[5] / 0.64 / 3
max: XCLK / CLK / 0.04 / 3
## power by group through the flow
stage / clock [W] / combinational (W) / sequential, W
after CTS: 0.000449 / 0.0000138 / 0.000300
after global routing: 0.000467 / 0.0000155 / 0.000301
final: 0.000431 / 0.0000136 / 0.000301
Power and IR drop assume default switching activity.
