## config.mk

```make
export PLATFORM = sky130hd
export DESIGN_NAME = simple_riscv
export DESIGN_NICKNAME = simple_riscv
export VERILOG_FILES = /design/flow/design.v
export SDC_FILE = /design/flow/constraint.sdc
export NUM_CORES = 4
export LEC_CHECK = 1
export CORE_UTILIZATION = 30
```

## constraint.sdc

```tcl
current_design simple_riscv

set clk_period 30.4
set clk_io_pct 0.2

create_clock -name clk0 -period $clk_period [get_ports {clk}]

set non_clock_inputs [all_inputs -no_clocks]
set_input_delay [expr $clk_period * $clk_io_pct] -clock clk0 $non_clock_inputs
set_output_delay [expr $clk_period * $clk_io_pct] -clock clk0 [all_outputs]
```

## design.v

```verilog
module simple_riscv (
    input  wire         clk,
    input  wire         rst,
    output wire [31:0]  pc_out,
    input  wire [31:0]  instruction,
    output wire [15:0]  branch_count,
    output wire [15:0]  mispred_count
);
reg [31:0] pc;
reg [31:0] cycle_count;
reg [31:0] instr_count;
reg [1:0] predictor_table [0:255];
reg [15:0] branches;
reg [15:0] mispredictions;
wire is_branch = (instruction[6:0] == 7'b1100011);
wire [7:0] pred_index = pc[9:2];
reg prediction;
always @(*) begin
    prediction = predictor_table[pred_index][1];  
end
wire branch_taken = is_branch && (cycle_count[1:0] == 2'b11);
wire mispredicted = is_branch && (prediction != branch_taken);
integer i;
initial begin
    for (i = 0; i < 256; i = i + 1) begin
        predictor_table[i] = 2'b01;  
    end
end
always @(posedge clk) begin
    if (rst) begin
        pc <= 32'h00000000;
        cycle_count <= 0;
        instr_count <= 0;
        branches <= 0;
        mispredictions <= 0;
    end else begin
        cycle_count <= cycle_count + 1;
        if (instruction != 32'h00000013) begin
            instr_count <= instr_count + 1;
        end
        if (is_branch) begin
            branches <= branches + 1;
            if (mispredicted) begin
                mispredictions <= mispredictions + 1;
                pc <= pc + 4;  
            end else begin
                pc <= branch_taken ? (pc + 8) : (pc + 4);
            end
            if (branch_taken) begin
                if (predictor_table[pred_index] != 2'b11) begin
                    predictor_table[pred_index] <= predictor_table[pred_index] + 1;
                end
            end else begin
                if (predictor_table[pred_index] != 2'b00) begin
                    predictor_table[pred_index] <= predictor_table[pred_index] - 1;
                end
            end
        end else begin
            pc <= pc + 4;  
        end
    end
end
assign pc_out = pc;
assign branch_count = branches;
assign mispred_count = mispredictions;
endmodule
```

## run.sh

```bash
#!/bin/bash
# OpenROAD 26Q1-2900-gdf79404cd8, Yosys 0.63+post, stock flow scripts
make -C /OpenROAD-flow-scripts/flow DESIGN_CONFIG=/design/flow/config.mk WORK_HOME=/design/flow/orfs finish
```

==> run summary <==
From the run reports.

- The sum of net half-perimeters after detailed placement is roughly 34000 µm.
- The max-slew violation total from the final report is 0.
- The post-cts sizing count reads 0.
- Counting I/O delays and the setup requirement, the final critical path takes approximately 9.4 ns.
- The area added between synthesis and finish reads 13.8%.
- In this run the post-CTS setup repair buffer count came out at 0.
- The source of the critical timing path is instruction[6].
- The count of inserted antenna diode cells is 0.
- The count of port buffers added during placement is about 70.
- The headroom to the max-slew limit reads 0.381.
- The net switching fraction of the power reads 0.233.
- In this run, placement finished with an instance count of around 2700.
- The total vias in the final route reads between 10000 and 15000.
- After the flow finishes, the layout carries non-filler instances totaling approximately 2800.
- The final setup violation count reads 0.
- The total standard cell area after synthesis is around 0.025 mm².
- The clock tree has to reach 576 sinks.
- The root cell of the clock tree reads sky130_fd_sc_hd__clkbuf_16.
- The synthesized design spends more area on one cell type than any other, namely sky130_fd_sc_hd__edfxtp_1.
- The iteration-0 DRC count of the detailed router is around 1000.
- Of all flip-flops after synthesis, the portion carrying an async set or reset was 0.
- The CTS tree is done.
- In this run, distinct cell masters in the synthesized netlist total 55.
- According to the timing report, the data required time at the worst endpoint equals around 31 ns.
- The routed design shows a via density per instance of approximately 5.3.
- The cell count after synthesis came out at about 1700.
- The share of the synthesized area in the top cell type is 0.614.
- The longest incremental delay of any stage on the critical path is reported as between 0.7 and 0.8 ns.
- The number of maximum-capacitance violations recorded for the run is 0.
- The H-tree was split into 2 levels.
- The total negative slack reads 0 ns.
- STA lists the maximum fanout along the critical path as around 110.
- Of the total power, combinational logic draws 0.081.
- The number of top-level pins reads 98.
- The sequential fraction of the synthesis area reads 0.665.
- The run finished with clean final reports.
- The maximum clock insertion buffer count reads 3.
- The share of power burned in the clock network is 0.393.
- The number of warnings the tools reported reads about 60.
- The via count of the first global-routing pass is approximately 16000.
- In this build the clock could be raised as far as between 0.1 and 0.15 GHz.
- The leakage component of the power is 8.14 nW.
- The combined global-route utilization of all metal layers reads 0.152.
- In this run the vertical extent of the chip is 291 µm.
- The share of total power dissipated in sequential elements is 0.526.
- The most common cell type on the critical path reads sky130_fd_sc_hd__buf_4.
- The die outline width is just under 300 µm.
- The number of antenna violations at the first check in global routing was 1.
- The core box area is between 0.08 and 0.09 mm².
- The wire length of the first global-routing pass reads ~94000 µm.
- The count of library flops with an enable pin is just over 500.
- The fraction of final layout cells with drive strength greater than 1 is 0.163.
- The master of the slowest instance on the critical path is sky130_fd_sc_hd__buf_4.
- The number of filler cells placed in the layout is about 7700.
- The worst register-to-register path begins at pc[2]$_SDFFE_PP0P_.
- The CTS report gives the tree buffer count as roughly 58.
- Summing all multi-input logic gate instances after layout gives approximately 0.0076 mm².
- As reported, the later end of the worst-skew pair has a clock insertion delay of approximately 0.63 ns.
- Overall power consumption after layout is estimated at between 1.5 and 2 mW.
- The row count is 105.
- The initial cell density of the core reads 0.304.
- In the final run the clock tree shows a worst skew of ~0.025 ns.
- The power density of the placed cells reads between 50 and 60 mW/mm².
- The number of cells reported by Yosys stat comes to approximately 1700.
- Walking the worst path, the cells encountered are clkdlybuf4s50_1, nor4bb_1, nand4b_1, buf_4, nor3_1, mux2_8, buf_4, buf_4.
- The hold path startpoint reads cycle_count[0]$_SDFF_PP0_.
- In this run, post-CTS hold repair placed 0 buffers.
- The iteration count recorded for the first detailed-route pass is 6.
- After clock tree synthesis, the clock-pin slew on the worst setup and hold paths is about 0.060 ns.
- The total number of yosys warnings is 1.
- For the pin with the worst max-slew slack, the measured transition is 0.929 ns.
- The internal power of the cells is around 1.3 mW.
- The global-route congestion overflow total reads 0.
- Per the layout area report, the register area comes to around 0.017 mm².
- Per the cell usage report, the commonest logic cells after layout are 512 x sky130_fd_sc_hd__edfxtp_1, 142 x sky130_fd_sc_hd__nor3_1, 123 x sky130_fd_sc_hd__nor4_1.
- The synthesized design contains 576 register bits.
- The main flop type reads sky130_fd_sc_hd__edfxtp_1.
- The critical path endpoint category is a register.
- The switching power total reads around 0.4 mW.
- The share of the cycle needed by the critical path after routing reads 0.308.
- The synthesized area per cell reads between 15 and 20 µm².
- The most common cell after layout, fill and taps aside is sky130_fd_sc_hd__edfxtp_1.
- The maximum resistive drop on vdd reads ~45 µV.
- The final count of hold timing violations is 0.
- The placement summary gives the final routability congestion estimate as roughly 0.85.
- For this run, design rule violations remaining after detail routing come to 0.
- The overall die area is around 0.085 mm².
- The routed wire length is around 61000 µm.
- Setup repair after global routing left no endpoint under its margin.
- Sorting the synthesized cells by area gives the leading types as sky130_fd_sc_hd__edfxtp_1 61%, sky130_fd_sc_hd__mux4_2 11%, sky130_fd_sc_hd__dfxtp_1 5.1%.
- The routed wire length per instance reads between 20 and 25 µm.
- The chip area estimate from yosys synthesis reads 0.0250 mm².
- Entering global routing, the biggest net connects between 150 and 200 pins.
- The critical path data arrival time is ~9.7 ns.
- Nets still carrying antenna violations after routing amount to 0.
- The path category of the worst min-delay check reads reg -> reg.
- The critical setup path kind is in -> reg.
- The critical path startpoint category is an input pin.
==> per-stage QoR <==
stage | utilization | hold WS (ns) | area [µm²] | setup slack [ns]
after floorplan | - | 0.390 | 25000 | 19.48
after global placement | 0.324 | 0.401 | 26700 | 20.49
after detailed placement | 0.324 | 0.416 | 26700 | 20.38
after CTS | 0.346 | 0.425 | 28500 | 21.03
after global routing | 0.346 | 0.433 | 28500 | 20.77
final | 0.346 | 0.423 | 28500 | 21.05
==> worst paths after layout <==
path	to	slack [ns]	depth (start not counted)
min reg2reg	cycle_count[0]$_SDFF_PP0_	0.42	1
max reg2reg	predictor_table[68][0]$_DFFE_PP_	23.44	12
max	predictor_table[129][1]$_DFFE_PP_	21.05	8
min	cycle_count[0]$_SDFF_PP0_	0.42	1
==> critical path: cells and delay by family <==
kind                   cells  cell delay, ns
buffers and inverters      4            2.08
and+or+nand+nor            3            0.79
muxes                      1            0.63
==> kinds of logic after synthesis <==
family	Yosys count	synth area share
xor+xnor	23	0.00804
flops	576	0.665
other cells	1	0.000150
simple gates	567	0.119
fa+ha+maj	8	0.00400
compound gates	122	0.0315
mux	197	0.140
buf+inv	157	0.0319
==> power groups by stage <==
stage / sequential [mW] / clock [mW] / combinational [mW]
after CTS: 0.898 / 0.683 / 0.140
after global routing: 0.899 / 0.712 / 0.150
final: 0.899 / 0.670 / 0.138
==> flip-flops by register name, indices dropped and copies added (netlist names) <==
register,cells
branches,16
cycle_count,2
mispredictions,16
pc,30
predictor_table,512
==> cells in the mapped netlist (3+ instances only) <==
cell / number
sky130_fd_sc_hd__edfxtp_1: 512
sky130_fd_sc_hd__nor3_1: 143
sky130_fd_sc_hd__nor4_1: 123
sky130_fd_sc_hd__mux4_2: 122
sky130_fd_sc_hd__nand2_1: 102
sky130_fd_sc_hd__clkbuf_1: 76
sky130_fd_sc_hd__dfxtp_1: 64
sky130_fd_sc_hd__nor2_1: 60
sky130_fd_sc_hd__mux2i_1: 59
sky130_fd_sc_hd__a21oi_1: 35
sky130_fd_sc_hd__buf_2: 33
sky130_fd_sc_hd__nand3_1: 33
sky130_fd_sc_hd__a22oi_1: 27
sky130_fd_sc_hd__o21ai_0: 26
sky130_fd_sc_hd__nor2b_1: 24
sky130_fd_sc_hd__or3_1: 21
sky130_fd_sc_hd__buf_4: 17
sky130_fd_sc_hd__mux2_2: 16
sky130_fd_sc_hd__buf_6: 14
sky130_fd_sc_hd__xor2_1: 14
sky130_fd_sc_hd__and3_1: 13
sky130_fd_sc_hd__buf_1: 10
sky130_fd_sc_hd__nand2b_1: 10
sky130_fd_sc_hd__a31oi_1: 9
sky130_fd_sc_hd__xnor2_1: 9
sky130_fd_sc_hd__ha_1: 8
sky130_fd_sc_hd__or4_1: 8
sky130_fd_sc_hd__nand4_1: 7
sky130_fd_sc_hd__o31ai_1: 7
sky130_fd_sc_hd__inv_1: 6
sky130_fd_sc_hd__and2_1: 5
sky130_fd_sc_hd__and4_1: 3
sky130_fd_sc_hd__nor3b_1: 3
sky130_fd_sc_hd__nor4_2: 3
sky130_fd_sc_hd__o211ai_1: 3
sky130_fd_sc_hd__o22ai_1: 3
==> metal layers <==
| layer | track usage | part of all wire | vias up |
|---|---|---|---|
| li1 | - | - | 6653 |
| met1 | 0.188 | 0.38 | 7381 |
| met2 | 0.236 | 0.47 | 731 |
| met3 | 0.0912 | 0.13 | 109 |
| met4 | 0.0314 | 0.025 | 2 |
| met5 | 0 | 0.00021 | - |
==> cell type report <==
| class | instances | share of cell area |
|---|---|---|
| multi-input combinational | 919 | 0.268 |
| tap | 1070 | 0.0470 |
| sequential | 576 | 0.585 |
| clock buffer | 81 | 0.0561 |
| inverter | 7 | 0.000922 |
| clock inverter | 26 | 0.00619 |
| timing repair buffer | 112 | 0.0364 |
Power and IR drop assume default switching activity.
