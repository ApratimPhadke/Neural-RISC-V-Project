<file path="flow/config.mk">
export PLATFORM = sky130hd
export DESIGN_NAME = ronanchip_top
export DESIGN_NICKNAME = ronanchip_top
export VERILOG_FILES = /design/flow/design.v
export SDC_FILE = /design/flow/constraint.sdc
export NUM_CORES = 4
export LEC_CHECK = 1
export CORE_AREA = 10 10 90 90
export DIE_AREA = 0 0 100 100
</file>
<file path="flow/constraint.sdc">
current_design ronanchip_top

set clk_period 6.1
set clk_io_pct 0.2

create_clock -name clk0 -period $clk_period [get_ports {CLK}]

set non_clock_inputs [all_inputs -no_clocks]
set_input_delay [expr $clk_period * $clk_io_pct] -clock clk0 $non_clock_inputs
set_output_delay [expr $clk_period * $clk_io_pct] -clock clk0 [all_outputs]
</file>
<file path="flow/design.v">
module darkriscv
(
    input  wire        CLK,
    input  wire        RES,
    input  wire [31:0] instruction_input, 
    output wire [31:0] DEBUG
);
    reg [31:0] registers [0:31];
    reg [31:0] pc_reg;
    wire [6:0]  opcode;
    wire [4:0]  rd;
    wire [19:0] imm_u;
    wire [31:0] imm_extended;
    wire [31:0] next_pc;
    assign opcode = instruction_input[6:0];
    assign rd = instruction_input[11:7];
    assign imm_u = instruction_input[31:12];
    assign imm_extended = {imm_u, 12'b0};
    assign next_pc = pc_reg + 32'd4;
    always @(posedge CLK) begin
        if (RES) begin
            pc_reg <= 32'h00000000;
            registers[0] <= 32'h0;
        end else begin
            pc_reg <= next_pc;
            case (opcode)
                7'b0110111: begin
                    if (rd != 5'b0)
                        registers[rd] <= imm_extended;
                end
                7'b0010111: begin
                    if (rd != 5'b0)
                        registers[rd] <= pc_reg + imm_extended;
                end
            endcase
            registers[0] <= 32'h0;
        end
    end
    assign DEBUG = pc_reg;
endmodule
module ronanchip_top (
  input  logic        CLK,
  input  logic        RES,
  input  logic [31:0] if_inst_from_testbench,  
  output logic [31:0] DEBUG
);
  darkriscv core_inst (
    .CLK               (CLK),
    .RES               (RES),
    .instruction_input (if_inst_from_testbench),
    .DEBUG             (DEBUG)
  );
endmodule
</file>
<file path="flow/run.sh">
#!/bin/bash
# OpenROAD 26Q1-2900-gdf79404cd8, Yosys 0.63+post, stock flow scripts
make -C /OpenROAD-flow-scripts/flow DESIGN_CONFIG=/design/flow/config.mk WORK_HOME=/design/flow/orfs finish
</file>
==> git commit body <==
Record implementation results from latest flow run

- In the post-synthesis netlist, the biggest area contributors are dfxtp_1 (41%), o31ai_1 (5.1%), or4_1 (5.1%).
- Antenna violations before repair: 0
- Row generation in the floorplan step produced 29 rows.
* Max FFs per register: 30
* Number of DRC violations after detailed-routing iteration 0: 67
* Critical Path Sink Type: output pin
- Pin count of the biggest net entering global routing: 34
- 0 antenna diodes ended up in the layout.
- Number of maximum-capacitance constraint violations: 0
- Counting the buffers created by CTS gives 5.
* DP Wirelength: 2385 um
* Crit path buffers/inverters: 1
- Internal reg-to-reg setup slack: 3.77 ns
* Sum of negative setup slack: 0 ns
- Nets still carrying antenna violations after routing amount to 0.
* Die width: 100 um
* Detailed-route DRC error count: 0
* Setup violators final: 0
* Area of the synthesized netlist per yosys stat: 1465 um2
- Placed cell count: 265
- The worst VDD IR drop from the latest analysis is 92.70 uV.
- First-pass detailed-route iteration total: 4
* Largest stage delay on the critical path: 0.57 ns
- Number of primary I/O pins: 66
- The final report gives the core utilization as 30.16%.
- By instance count, the leading cell after synthesis is dfxtp_1.
* Startpoint type of the worst setup path: register
- Top cell types by occurrence after synthesis: dfxtp_1 (30), nor2_1 (17), a21oi_1 (13)
- EDFF count, synth: 0
* Number of distinct standard cells referenced by the synthesized netlist: 31
- Run status: finished clean
- CTS Root Cell: clkbuf_8
- Fraction of the cycle the final worst path needs: 42.89%
- Worst setup path endpoint: DEBUG[6]
- Count of buffers added by post-CTS timing repair for setup: 0
- For this run, the number of Yosys warnings is 1.
- The worst setup path is of the register to output pin kind.
- STA puts the critical path data required time at 4.88 ns.
- Path category of the worst min-delay check: register to register
- Insertion delay of the later-clocked pin in the worst-skew pair: 0.28 ns
* Number of clock sinks seen by CTS: 30
* Per-instance average area after synthesis: 8.826 um2
- Counting cells, the worst reg-to-reg path comes to 4.
- Layout area overhead: 29.21%
- Worst clock skew: 0.007655 ns
- TritonRoute output was used to compute an average wire per cell of 13.01 um.
* Last weighted congestion value of the routability-driven placer: 0.7628
- Hold timing on the final database bottoms out at a slack of 0.4834 ns.
- Via density: 4.692
- Number of gates on the worst path with buffers counted: 1
- Post-synth top flop: dfxtp_1
- Startpoint of the most critical setup path: core_inst.pc_reg[6]$_SDFF_PP0_
* Slowest stage cell on the critical path: dfxtp_1
- Share of the synthesized area in the top cell type: 40.99%
- Number of port buffers: 31
- In the final report, the number of hold violations comes to 0.
* Number of slew-limit violations in the final report: 0
- Once layout is complete, the cells apart from fillers number 273.
- Core Region: 6277 um2
- Yosys top cell by area: dfxtp_1
* Leakage power: 0.6148 nW
- Min Tclk post-route: 2.616 ns
* Crit Path Max Fanout: 9
- Tightest Pin Transition: 0.6414 ns
* Unrepaired setup endpoints after global routing: false
- The routed layout has 1,281 vias.
- Register area share after synthesis: 40.99%
- Quantity of gates resized following cts: 0
* Yosys stat cell total: 166
- The vertical die dimension reported for this design is 100 um.
- Per the timing report, the most critical flop-to-flop path finishes at core_inst.pc_reg[18]$_SDFF_PP0_.
- In this run, post-CTS hold repair placed 0 buffers.
- Number of synthesized register bits: 30
- TritonCTS clock tree: built
* Max Buffers Root-to-Sink: 2
- In this run the tools logged warnings totalling 57.
* Depth of the CTS H-tree: 2
- Async set or reset register ratio after synthesis: 0%
- Max-slew headroom at the worst pin: 57.11%
* Power density of the placed cells: 198.9 nW/um2
- Via count of the first global-routing pass: 1,183
- The first global-routing pass estimated 6003 um of wire.
* Overall routing resource usage: 7.133%
- The post-route netlist has 8.673% of its cells at a drive strength greater than 1.
* Fmax: 0.3822 GHz
- Cell type group with the largest total delay on the critical path: flip-flops
* Post-Syn Area: 1465 um2
- Worst R2R Start: core_inst.pc_reg[6]$_SDFF_PP0_
- STA puts the critical path data arrival time at 1.40 ns.
- Cell-by-cell listing of the critical path: clkdlybuf4s50_1
- Cell count after synthesis: 166
* Effective utilization at floorplan: 23.34%
- After global routing the overflow that remains totals 0.
* Clock slew at the register clock pins of the worst setup and hold paths: 0.07 ns
- The wire length recorded after detailed routing is 3551 um.
- According to the floorplan report, the total die area is 10,000 um2.
[through the flow]
stage	setup WS [ns]	power, mW	instance area (um2)
3_3_place_gp	3.625	0.2144	1802
6_report	3.484	0.3766	1893
2_1_floorplan	4.142	0.2091	1469
5_1_grt	3.381	0.3946	1893
4_1_cts	3.462	0.3831	1893
3_5_place_dp	3.613	0.2143	1802
[metal layers]
| metal | part of all wire [%] | GRT usage (%) | vias to the layer above |
|---|---|---|---|
| li1 | - | - | 664 |
| met1 | 49 | 9.722 | 589 |
| met2 | 43 | 10.75 | 23 |
| met3 | 6.3 | 2.845 | 5 |
| met4 | 1.3 | 0.9783 | 0 |
| met5 | 0 | 0 | - |
[how the worst min path moves through the flow]
stage | startpoint | cells past startpoint | end
after global routing | core_inst.pc_reg[18]$_SDFF_PP0_ | 2 | core_inst.pc_reg[18]$_SDFF_PP0_
after CTS | core_inst.pc_reg[30]$_SDFF_PP0_ | 2 | core_inst.pc_reg[30]$_SDFF_PP0_
final | core_inst.pc_reg[2]$_SDFF_PP0_ | 1 | core_inst.pc_reg[2]$_SDFF_PP0_
[logic make-up (layout without fill, tap and decap cells)]
group,after synthesis,after routing,synth area share [%]
AOI/OAI and AO/OA,26,26,10.59
muxes,3,3,2.306
DFF,30,30,40.99
and+or+nand+nor,78,78,31.25
adders and majority gates,1,1,0.8538
buffers and inverters,15,44,6.575
xor gates and xnor gates,12,12,7.173
other,1,2,0.2559
[area by class of cell]
class	instances	area, um2
Inverter	4	15.01
Fill cell	672	4384
Tap cell	77	96.34
Timing Repair Buffer	32	317.8
Clock inverter	1	5.005
Sequential cell	30	600.6
Clock buffer	7	86.33
Multi-Input combinational cell	122	772.0
[worst reg2reg max path: cells and delay by family (launching register included)]
kind	cells	cell delay, ns
AND/OR/NAND/NOR	3	1.56
flip-flops	1	0.57
AND-OR/OR-AND	1	0.14
[layout by cell type, fill, tap and decap left out, drive strengths merged, types with 7 or more instances in the layout]
cell	Yosys	layout
nand2	9	9
clkbuf	6	7
clkdlybuf4s50	0	31
nor2	17	17
nand3	7	7
a21oi	13	13
nand4	10	10
dfxtp	30	30
or4	10	10
o31ai	10	10
[power by group]
group / switching, mW / internal [mW]
clock: 0.0760 / 0.0909
combinational: 0.00493 / 0.00523
sequential: 0.00193 / 0.198
total: 0.0829 / 0.294
Power figures rest on the tool's default switching activity, not on a simulated workload.
